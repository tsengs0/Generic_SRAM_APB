## flow/design.v

```verilog
module sram_area_eval (
output wire [3-1:0] read_page_u0,
input wire [3-1:0] write_data_u0,
input wire [4-1:0] access_addr_u0,
input wire we_u0,
input wire sys_clk_u0,
output wire [(3*2)-1:0] read_page_u1,
output wire [3-1:0] read_word_u1,
input wire [(3*2)-1:0] write_data_u1,
input wire [3-1:0] access_addr_u1,
input wire [0:0] read_strobe_u1,
input wire we_u1,
input wire sys_clk_u1,
output wire [4-1:0] read_page_u2,
input wire [4-1:0] write_data_u2,
input wire [5-1:0] access_addr_u2,
input wire we_u2,
input wire sys_clk_u2,
output wire [(4*2)-1:0] read_page_u3,
output wire [4-1:0] read_word_u3,
input wire [(4*2)-1:0] write_data_u3,
input wire [4-1:0] access_addr_u3,
input wire [0:0] read_strobe_u3,
input wire we_u3,
input wire sys_clk_u3,
output wire [3-1:0] read_page_u4,
input wire [3-1:0] write_data_u4,
input wire [4-1:0] write_addr_u4,
input wire [4-1:0] read_addr_u4,
input wire we_u4,
input wire write_clk_u4,
input wire read_clk_u4,
output wire [(3*2)-1:0] read_page_u5,
output wire [3-1:0] read_word_u5,
input wire [(3*2)-1:0] write_data_u5,
input wire [3-1:0] write_addr_u5,
input wire [3-1:0] read_addr_u5,
input wire [0:0] read_strobe_u5,
input wire we_u5,
input wire write_clk_u5,
input wire read_clk_u5,
output wire [4-1:0] read_page_u6,
input wire [4-1:0] write_data_u6,
input wire [5-1:0] write_addr_u6,
input wire [5-1:0] read_addr_u6,
input wire we_u6,
input wire write_clk_u6,
input wire read_clk_u6,
output wire [(4*2)-1:0] read_page_u7,
output wire [4-1:0] read_word_u7,
input wire [(4*2)-1:0] write_data_u7,
input wire [4-1:0] write_addr_u7,
input wire [4-1:0] read_addr_u7,
input wire [0:0] read_strobe_u7,
input wire we_u7,
input wire write_clk_u7,
input wire read_clk_u7
);
sram_1bankX1port #(
    .QUAN_SIZE(3),
    .PAGE_NUM(16),
    .ADDR_BITWIDTH(4)
) lutMem_1bankX1port_3b (
    .read_page_o   (read_page_u0),
    .write_data_i  (write_data_u0),
    .access_addr_i (access_addr_u0),
    .we_i          (we_u0),
    .sys_clk       (sys_clk_u0)
);
sram_2bankX1port #(
    .QUAN_SIZE(3),
    .PAGE_NUM(8),
    .BANK_INTERLEAVE(2),
    .ADDR_BITWIDTH(3)
) lutMem_2bankX1port_3b (
    .read_page_o   (read_page_u1),
    .read_word_o   (read_word_u1),
    .write_data_i  (write_data_u1),
    .access_addr_i (access_addr_u1),
    .read_strobe_i (read_strobe_u1),
    .we_i          (we_u1),
    .sys_clk       (sys_clk_u1)
);
sram_1bankX1port #(
    .QUAN_SIZE(4),
    .PAGE_NUM(32),
    .ADDR_BITWIDTH(5)
) lutMem_1bankX1port_4b (
    .read_page_o   (read_page_u2),
    .write_data_i  (write_data_u2),
    .access_addr_i (access_addr_u2),
    .we_i          (we_u2),
    .sys_clk       (sys_clk_u2)
);
sram_2bankX1port #(
    .QUAN_SIZE(4),
    .PAGE_NUM(16),
    .BANK_INTERLEAVE(2),
    .ADDR_BITWIDTH(4)
) lutMem_2bankX1port_4b (
    .read_page_o   (read_page_u3),
    .read_word_o   (read_word_u3),
    .write_data_i  (write_data_u3),
    .access_addr_i (access_addr_u3),
    .read_strobe_i (read_strobe_u3),
    .we_i          (we_u3),
    .sys_clk       (sys_clk_u3)
);
sram_1bank_sdp #(
    .QUAN_SIZE(3),
    .PAGE_NUM(16),
    .ADDR_BITWIDTH(4)
) lutMem_1bank_sdp_3b (
    .read_page_o   (read_page_u4),
    .write_data_i  (write_data_u4),
    .write_addr_i (write_addr_u4),
    .read_addr_i (read_addr_u4),
    .we_i          (we_u4),
    .write_clk       (write_clk_u4),
    .read_clk       (read_clk_u4)
);
sram_2bank_sdp #(
    .QUAN_SIZE(3),
    .PAGE_NUM(8),
    .BANK_INTERLEAVE(2),
    .ADDR_BITWIDTH(3)
) lutMem_2bank_sdp_3b (
    .read_page_o   (read_page_u5),
    .read_word_o   (read_word_u5),
    .write_data_i  (write_data_u5),
    .write_addr_i (write_addr_u5),
    .read_addr_i (read_addr_u5),
    .read_strobe_i (read_strobe_u5),
    .we_i          (we_u5),
    .write_clk       (write_clk_u5),
    .read_clk       (read_clk_u5)
);
sram_1bank_sdp #(
    .QUAN_SIZE(4),
    .PAGE_NUM(32),
    .ADDR_BITWIDTH(5)
) lutMem_1bank_sdp_4b (
    .read_page_o   (read_page_u6),
    .write_data_i  (write_data_u6),
    .write_addr_i (write_addr_u6),
    .read_addr_i (read_addr_u6),
    .we_i          (we_u6),
    .write_clk       (write_clk_u6),
    .read_clk       (read_clk_u6)
);
sram_2bank_sdp #(
    .QUAN_SIZE(4),
    .PAGE_NUM(16),
    .BANK_INTERLEAVE(2),
    .ADDR_BITWIDTH(4)
) lutMem_2bank_sdp_4b (
    .read_page_o   (read_page_u7),
    .read_word_o   (read_word_u7),
    .write_data_i  (write_data_u7),
    .write_addr_i (write_addr_u7),
    .read_addr_i (read_addr_u7),
    .read_strobe_i (read_strobe_u7),
    .we_i          (we_u7),
    .write_clk       (write_clk_u7),
    .read_clk       (read_clk_u7)
);
endmodule
module sram_1bankX1port #(
	parameter QUAN_SIZE = 3,
    parameter PAGE_NUM = 16,
	parameter ADDR_BITWIDTH = 4
) (
    output wire [QUAN_SIZE-1:0] read_page_o,
    input wire [QUAN_SIZE-1:0] write_data_i,
    input wire [ADDR_BITWIDTH-1:0] access_addr_i,
    input wire we_i,
    input wire sys_clk
);
(* ram_style = "distributed" *) reg [QUAN_SIZE-1:0] mem [0:PAGE_NUM-1];
reg [QUAN_SIZE-1:0] mem_out;
always @(posedge sys_clk) begin
    if(we_i == 1'b1)
        mem[access_addr_i] <= write_data_i[QUAN_SIZE-1:0];
    else 
        mem_out[QUAN_SIZE-1:0] <= mem[access_addr_i];
end
assign read_page_o[QUAN_SIZE-1:0] = mem_out[QUAN_SIZE-1:0];
endmodule
module rdAsync_sram_1bankX1port #(
	parameter QUAN_SIZE = 3,
    parameter PAGE_NUM = 16,
	parameter ADDR_BITWIDTH = 4
) (
    output wire [QUAN_SIZE-1:0] read_page_o,
    input wire [QUAN_SIZE-1:0] write_data_i,
    input wire [ADDR_BITWIDTH-1:0] access_addr_i,
    input wire we_i,
    input wire sys_clk
);
(* ram_style = "distributed" *) reg [QUAN_SIZE-1:0] mem [0:PAGE_NUM-1];
always @(posedge sys_clk) begin
    if(we_i == 1'b1)
        mem[access_addr_i] <= write_data_i[QUAN_SIZE-1:0];
end
assign read_page_o[QUAN_SIZE-1:0] = mem[access_addr_i];
endmodule
module sram_async_1bankX1port_3b #(
	parameter QUAN_SIZE = 3,
    parameter PAGE_NUM = 32,
	parameter ADDR_BITWIDTH = 5,
    parameter XILINX_LUTRAM_INFER = 1
) (
    output wire [QUAN_SIZE-1:0] read_page_o,
    input wire [ADDR_BITWIDTH-1:0] read_addr_i,
    input wire [ADDR_BITWIDTH-1:0] write_data_i,
    input wire [QUAN_SIZE-1:0] write_addr_i,
    input wire we_i,
    input wire write_clk
);
generate
    if(XILINX_LUTRAM_INFER==1) begin
        (* ram_style="distributed" *) reg [1:0] lut_page_bitData_port0_0 [0:PAGE_NUM-1];
        (* ram_style="distributed" *) reg [0:0] lut_page_bitData_port0_1 [0:PAGE_NUM-1];
        assign read_page_o = {lut_page_bitData_port0_0[ read_addr_i[ADDR_BITWIDTH-1:0] ][1:0], lut_page_bitData_port0_1[ read_addr_i[ADDR_BITWIDTH-1:0] ][0:0]};
        always @(posedge write_clk) begin
         if(we_i == 1'b1)	begin 
             lut_page_bitData_port0_0[ write_data_i[ADDR_BITWIDTH-1:0] ][1:0] <= write_data_i[2:1];
             lut_page_bitData_port0_1[ write_data_i[ADDR_BITWIDTH-1:0] ][0:0] <= write_data_i[0:0];
         end
        end
    end
endgenerate
endmodule
module sram_2bankX1port #(
	parameter QUAN_SIZE = 3,
    parameter PAGE_NUM = 16,
    parameter BANK_INTERLEAVE = 2,
	parameter ADDR_BITWIDTH = 4
) (
    output wire [(QUAN_SIZE*BANK_INTERLEAVE)-1:0] read_page_o,
    output wire [QUAN_SIZE-1:0] read_word_o,
    input wire [(QUAN_SIZE*BANK_INTERLEAVE)-1:0] write_data_i,
    input wire [ADDR_BITWIDTH-1:0] access_addr_i,
    input wire [0:0] read_strobe_i,
    input wire we_i,
    input wire sys_clk
);
localparam PAGE_SIZE = (QUAN_SIZE*BANK_INTERLEAVE);
(* ram_style = "distributed" *) reg [PAGE_SIZE-1:0] mem [0:PAGE_NUM-1];
reg [PAGE_SIZE-1:0] mem_out;
always @(posedge sys_clk) begin
    if(we_i == 1'b1)
        mem[access_addr_i] <= write_data_i[PAGE_SIZE-1:0];
    else 
        mem_out[PAGE_SIZE-1:0] <= mem[access_addr_i];
end
assign read_word_o[QUAN_SIZE-1:0] = (read_strobe_i[0]==1'b0) ? mem_out[PAGE_SIZE-1:QUAN_SIZE] : mem_out[QUAN_SIZE-1:0];
assign read_page_o[PAGE_SIZE-1:0] = mem_out[PAGE_SIZE-1:0];
endmodule
module sram_1bank_sdp #(
	parameter QUAN_SIZE = 3,
    parameter PAGE_NUM = 16,
	parameter ADDR_BITWIDTH = 4
) (
    output wire [QUAN_SIZE-1:0] read_page_o,
    input wire [QUAN_SIZE-1:0] write_data_i,
    input wire [ADDR_BITWIDTH-1:0] write_addr_i,
    input wire [ADDR_BITWIDTH-1:0] read_addr_i,
    input wire we_i,
    input wire read_clk,
    input wire write_clk
);
(* ram_style = "distributed" *) reg [QUAN_SIZE-1:0] mem [0:PAGE_NUM-1];
wire [QUAN_SIZE-1:0] mem_out;
always @(posedge write_clk) begin
    if(we_i == 1'b1)
        mem[write_addr_i] <= write_data_i[QUAN_SIZE-1:0]; 
end
assign mem_out[QUAN_SIZE-1:0] = mem[read_addr_i];
assign read_page_o[QUAN_SIZE-1:0] = mem_out[QUAN_SIZE-1:0];
endmodule
module sram_2bank_sdp #(
	parameter QUAN_SIZE = 3,
    parameter PAGE_NUM = 16,
    parameter BANK_INTERLEAVE = 2,
	parameter ADDR_BITWIDTH = 4
) (
    output wire [(QUAN_SIZE*BANK_INTERLEAVE)-1:0] read_page_o,
    output wire [QUAN_SIZE-1:0] read_word_o,
    input wire [(QUAN_SIZE*BANK_INTERLEAVE)-1:0] write_data_i,
    input wire [ADDR_BITWIDTH-1:0] write_addr_i,
    input wire [ADDR_BITWIDTH-1:0] read_addr_i,
    input wire [0:0] read_strobe_i,
    input wire we_i,
    input wire read_clk,
    input wire write_clk
);
localparam PAGE_SIZE = (QUAN_SIZE*BANK_INTERLEAVE);
(* ram_style = "distributed" *) reg [PAGE_SIZE-1:0] mem [0:PAGE_NUM-1];
wire [PAGE_SIZE-1:0] mem_out;
always @(posedge write_clk) begin
    if(we_i == 1'b1)
        mem[write_addr_i] <= write_data_i[PAGE_SIZE-1:0];
end
assign mem_out[PAGE_SIZE-1:0] = mem[read_addr_i];
assign read_word_o[QUAN_SIZE-1:0] = (read_strobe_i[0]==1'b0) ? mem_out[PAGE_SIZE-1:QUAN_SIZE] : mem_out[QUAN_SIZE-1:0];
assign read_page_o[PAGE_SIZE-1:0] = mem_out[PAGE_SIZE-1:0];
endmodule
```

## flow/run.sh

```bash
#!/bin/bash
# OpenROAD 26Q1-2900-gdf79404cd8, Yosys 0.63+post, stock flow scripts
make -C /OpenROAD-flow-scripts/flow DESIGN_CONFIG=/design/flow/config.mk WORK_HOME=/design/flow/orfs finish
```

## flow/config.mk

```make
export PLATFORM = sky130hd
export DESIGN_NAME = sram_area_eval
export DESIGN_NICKNAME = sram_area_eval
export VERILOG_FILES = /design/flow/design.v
export SDC_FILE = /design/flow/constraint.sdc
export NUM_CORES = 4
export LEC_CHECK = 1
export CORE_UTILIZATION = 50
```

## flow/constraint.sdc

```tcl
current_design sram_area_eval

set clk_period 2.4
set clk_io_pct 0.2

create_clock -name clk0 -period $clk_period [get_ports {sys_clk_u0}]
create_clock -name clk1 -period $clk_period [get_ports {sys_clk_u1}]
create_clock -name clk2 -period $clk_period [get_ports {sys_clk_u2}]
create_clock -name clk3 -period $clk_period [get_ports {sys_clk_u3}]
create_clock -name clk4 -period $clk_period [get_ports {write_clk_u4}]
create_clock -name clk5 -period $clk_period [get_ports {write_clk_u5}]
create_clock -name clk6 -period $clk_period [get_ports {write_clk_u6}]
create_clock -name clk7 -period $clk_period [get_ports {write_clk_u7}]

set non_clock_inputs [all_inputs -no_clocks]
set_input_delay [expr $clk_period * $clk_io_pct] -clock clk0 $non_clock_inputs
set_output_delay [expr $clk_period * $clk_io_pct] -clock clk0 [all_outputs]
```

==> GITHUB_STEP_SUMMARY <==
## Implementation flow summary

| Metric | Value |
|---|---|
| Synthesized area per cell | between 20 and 25 µm² |
| Ports | 170 |
| Status | finished, violations left |
| Clk sinks | between 700 and 800 |
| GPL Wtd Cong | 0.867 |
| Post-DRT Antenna Nets | 0 |
| Setup crit end kind | output port |
| RSZ-0062 raised after global routing | yes |
| Gr usage total | a little under a quarter |
| Combinational power share | 6.6% |
| Clock share of power | 44.3% |
| Layout area overhead | 25.4% |
| Share of layout cells above drive strength 1 | 34.5% |
| Switch share | about a fifth |
| Worst setup SP type | primary input |
| Crit. Startpoint | read_addr_u7[2] |
| NetSw | 5.48 mW |
| Distinct lib cells used | 25 |
| Slew Limit Fails | 0 |
| Number of enable flip-flop cells | 725 |
| Critical-path cell list | buf_12 > buf_12 > buf_12 > mux4_2 > mux4_2 > mux2_2 > buf_6 |
| Endpoints failing setup | 13 |
| Cell Area, Synth | 28500 µm² |
| Core Density at Floorplan | 50.6% |
| Yosys Warn Count | 8 |
| Register share after synthesis | 76.4% |
| Fin. Hold Viols | 0 |
| Setup Total Neg Slack | -2.84 ns |
| Hold path start | lutMem_2bankX1port_3b.mem[4][5]$_DFFE_PP_ |
| Core Area | 56400 µm² |
| Vias per cell | 5.59 |
| CP bufs+invs | 4 |
| WL final | 56500 µm |
| Pwr per Cell Area | 816 nW/µm² |
| Max-cap violations | 0 |
| Post-synthesis cell count | 1284 |
| Cell repeated most along the worst path | buf_12 |
| Die X | 241 µm |
| Leakage power | 11.9 nW |
| Yosys stat area | 28500 µm² |
| Internal power | roughly 24 mW |
| Hold buffer count at CTS | 0 |
| Worst setup path class | primary input to output port |
| Failing checks | setup timing |
| Register bit total from synthesis | 725 |
| Worst hold path type | flip-flop to flip-flop |
| Vias in the first global route | 15600 |
| Die area | 58000 µm² |
| Main flop type | edfxtp_1 |
| Post-DP Area | 32200 µm² |
| Pre-antenna DRT Iters | 6 |
| Pin count of the biggest net entering global routing | 33 |
| Design Power | 29.2 mW |
| Slew at the pin closest to its max-slew limit | 0.594 ns |
| Crit path DAT | 2.26 ns |
| CP top delay family | multiplexers |
| RR Startpoint | lutMem_2bankX1port_4b.mem[11][4]$_DFFE_PP_ |
| Chip height | 241 µm |
| DRC | 0 |
| Final worst slack | -0.339 ns |
| Antenna cell count | 0 |
| Peak supply drop | 0.763 mV |
| CTS tree | built |
| Critical Path Fanout Max | 4 |
| Seq pwr share | 49.0% |
| Worst path slowest cell | mux4_2 |
| Tool warning count | 32 |
| Max-Slew Margin vs Limit | 60.2% |
| Port bufs | 158 |
| Clock skew | 0.00557 ns |
| Via count | around 14000 |
| Critical path data required time | 1.92 ns |
| First-pass GRT wire length | 87800 µm |
| # Cells Yosys | 1284 |
| GR Overflow Total | 0 |
| Asr flop ratio synth | 0% |
| Fin util | approximately 63% |
| Row count | 87 |
| Initial antenna violation count | 5 |
| Critical Path Max Stage Delay | 0.51 ns |
| Final HPWL DP | about 37000 µm |
| Avg WL per Cell | ~23 µm |
| Fin area | approximately 36000 µm² |
| Reg clk slew, reported paths | about 0.06 ns |
| Initial drt markers | 597 |
worst min-delay path: stages, from the launching register on:
cell and delay [ns]:
edfxtp_1 0.32, mux4_2 0.21, mux2_2 0.14
stage by stage:
step           cells  hold WS, ns  setup slack (ns)
2_1_floorplan   1284        0.579           0.00610
3_3_place_gp    2297        0.752            -0.825
3_5_place_dp    2297        0.757            -0.842
4_1_cts         2487        0.779            -0.343
5_1_grt         2491        0.789            -0.388
6_report        2491        0.770            -0.339
logic make-up after synthesis:
family	share of synthesized area, %
flops	76.4
mux	18.5
simple gates	3.69
buf+inv	1.06
compound gates	0.421
power by group through the flow:
| stage | Clock [mW] | Sequential [mW] | Combinational [mW] |
|---|---|---|---|
| 4_1_cts | 13.1 | 14.3 | 1.95 |
| 5_1_grt | 13.7 | 14.3 | 2.09 |
| 6_report | 12.9 | 14.3 | 1.94 |
layer usage:
| layer | wire length (µm) | part of all wire (%) | vias up | GRT usage, % |
|---|---|---|---|---|
| met1 | 22200 | 39 | 7036 | 36.7 |
| met4 | 912 | 1.6 | 10 | 3.28 |
| met3 | 5670 | 10 | 79 | 12.2 |
| li1 | - | - | 6187 | - |
| met5 | 67 | 0.12 | - | 0 |
| met2 | 27700 | 49 | 612 | 33.4 |
placed cells by master, fill, tap and decap left out, types with 16 or more instances in the layout:
| cell | instances |
|---|---|
| edfxtp_1 | 725 |
| mux4_2 | 206 |
| buf_4 | 142 |
| nor2_1 | 126 |
| clkdlybuf4s50_1 | 120 |
| clkbuf_16 | 88 |
| buf_12 | 30 |
| buf_6 | 22 |
| nor3_1 | 21 |
| clkinv_1 | 20 |
| mux2i_1 | 19 |
| nand3b_1 | 18 |
| a22oi_1 | 16 |
| bufinv_16 | 16 |
area by class of cell:
type                    count  area [µm²]
multi-input cells         496        6490
fillers                  3764       20600
inverters                   4        15.0
clock inverters            59         711
flip-flops and latches    725       21800
clock buffers              98        2240
well taps                 756         946
repair buffers            353        3580
synthesized netlist by cell type, types with 12 or more instances:
master | instances | share of area (%)
mux2i_1 | 24 | 0.84
buf_2 | 15 | 0.26
nand3b_1 | 18 | 0.47
clkbuf_1 | 24 | 0.32
mux4_2 | 194 | 15
mux4_1 | 12 | 1.1
nand2b_1 | 14 | 0.31
edfxtp_1 | 725 | 76
buf_1 | 12 | 0.16
mux2_2 | 30 | 1.2
nor3_1 | 21 | 0.37
a22oi_1 | 16 | 0.42
nor2_1 | 126 | 1.7
final timing paths:
check | endpoint | slack [ns] | depth (start not counted)
setup / recovery | read_word_u7[2] | -0.34 | 7
hold / removal | lutMem_2bankX1port_3b.mem_out[5]$_DFFE_PN_ | 0.77 | 2
setup reg to reg | lutMem_2bankX1port_4b.mem_out[4]$_DFFE_PN_ | 0.71 | 2
hold reg to reg | lutMem_2bankX1port_3b.mem_out[5]$_DFFE_PN_ | 0.77 | 2
max in group clk2 | lutMem_1bankX1port_4b.mem_out[2]$_DFFE_PN_ | 0.39 | 5
max in group clk1 | lutMem_2bankX1port_3b.mem_out[3]$_DFFE_PN_ | 0.43 | 4
max in group clk6 | lutMem_1bank_sdp_4b.mem[4][1]$_DFFE_PP_ | 0.46 | 3
min in group clk2 | lutMem_1bankX1port_4b.mem_out[3]$_DFFE_PN_ | 0.83 | 3
min in group clk3 | lutMem_2bankX1port_4b.mem_out[0]$_DFFE_PN_ | 0.83 | 3
min in group clk0 | lutMem_1bankX1port_3b.mem_out[0]$_DFFE_PN_ | 0.85 | 2
timing repair:
| item | in CTS | in global routing |
|---|---|---|
| resized | 136 | 21 |
| buffers inserted | 28 | 9 |
| endpoints found under the setup margin | 28 | 22 |
| cloned | 9 | 0 |
registers in the layout, indices dropped and copies added, names as in the netlist:
register and cells:
lutMem_1bankX1port_4b.mem 128, lutMem_1bank_sdp_4b.mem 128, lutMem_2bankX1port_4b.mem 128, lutMem_2bank_sdp_4b.mem 128, lutMem_1bankX1port_3b.mem 48, lutMem_1bank_sdp_3b.mem 48
lutMem_2bankX1port_3b.mem 48, lutMem_2bank_sdp_3b.mem 48, lutMem_2bankX1port_4b.mem_out 8, lutMem_2bankX1port_3b.mem_out 6, lutMem_1bankX1port_4b.mem_out 4, lutMem_1bankX1port_3b.mem_out 3
No activity file was given, so power comes from the tool's default toggle rates.
